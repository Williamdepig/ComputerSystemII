==> design/flow/design.v <==
module ForwardingUnit(
    input [4:0]rs1_addr_id,
    input [63:0]rs1_data_id,
    input [4:0]rs2_addr_id,
    input [63:0]rs2_data_id,
    input [4:0]rd_addr_exe,
    input [4:0]rd_addr_mem,
    input [63:0]alu_res_exe,
    input [63:0]npc_exe,
    input [1:0]wb_sel_exe,
    input we_reg_exe,
    input [63:0]alu_res_mem,
    input [63:0]npc_mem,
    input [1:0]wb_sel_mem,
    input we_reg_mem,
    input [63:0]dmem_mem,
    output reg [63:0]rs1_data_idexe,
    output reg [63:0]rs2_data_idexe
);
always@(*) begin
    if (rs1_addr_id == rd_addr_exe && rs1_addr_id != 0 && we_reg_exe == 1) begin
        case(wb_sel_exe) 
            2'b00: rs1_data_idexe = 0;
            2'b01: rs1_data_idexe = alu_res_exe;
            2'b11: rs1_data_idexe = npc_exe;
            default: rs1_data_idexe = 0;
        endcase
    end
    else if (rs1_addr_id == rd_addr_mem && rs1_addr_id != 0 && we_reg_mem == 1) begin
        case(wb_sel_mem) 
            2'b00: rs1_data_idexe = 0;
            2'b01: rs1_data_idexe = alu_res_mem;
            2'b10: rs1_data_idexe = dmem_mem;
            2'b11: rs1_data_idexe = npc_mem;
            default: rs1_data_idexe = 0;
        endcase
    end
    else begin
        rs1_data_idexe = rs1_data_id;
    end
    if (rs2_addr_id == rd_addr_exe && rs2_addr_id != 0 && we_reg_exe == 1) begin
        case(wb_sel_exe) 
            2'b00: rs2_data_idexe = 0;
            2'b01: rs2_data_idexe = alu_res_exe;
            2'b11: rs2_data_idexe = npc_exe;
            default: rs2_data_idexe = 0;
        endcase
    end
    else if (rs2_addr_id == rd_addr_mem && rs2_addr_id != 0 && we_reg_mem == 1) begin
        case(wb_sel_mem) 
            2'b00: rs2_data_idexe = 0;
            2'b01: rs2_data_idexe = alu_res_mem;
            2'b10: rs2_data_idexe = dmem_mem;
            2'b11: rs2_data_idexe = npc_mem;
            default: rs1_data_idexe = 0;
        endcase
    end
    else begin
        rs2_data_idexe = rs2_data_id;
    end
end
endmodule
==> design/flow/run.sh <==
#!/bin/bash
# OpenROAD 26Q1-2900-gdf79404cd8, Yosys 0.63+post, stock flow scripts
make -C /OpenROAD-flow-scripts/flow DESIGN_CONFIG=/design/flow/config.mk WORK_HOME=/design/flow/orfs finish
==> design/flow/config.mk <==
export PLATFORM = sky130hd
export DESIGN_NAME = ForwardingUnit
export DESIGN_NICKNAME = ForwardingUnit
export VERILOG_FILES = /design/flow/design.v
export SDC_FILE = /design/flow/constraint.sdc
export NUM_CORES = 4
export LEC_CHECK = 1
export CORE_AREA = 10 10 236 236
export DIE_AREA = 0 0 246 246
==> design/flow/constraint.sdc <==
current_design ForwardingUnit

set clk_period 7.6
set clk_io_pct 0.2

create_clock -name clk0 -period $clk_period

set non_clock_inputs [all_inputs -no_clocks]
set_input_delay [expr $clk_period * $clk_io_pct] -clock clk0 $non_clock_inputs
set_output_delay [expr $clk_period * $clk_io_pct] -clock clk0 [all_outputs]
==> notes.md <==
Flow results follow.

The flow ran to the end, and the final reports show no timing, DRC or antenna violations. The startpoint-to-endpoint class of the critical path is primary input to output port. The cell count listed in synth_stat.txt is 936. The library cell appearing most often on the critical path is sky130_fd_sc_hd__clkdlybuf4s50_1. The sum of overflow across all layers after global routing is 0. The endpoint arrival time on the critical path is 5.04 ns.

The number of cells produced by synthesis is between 900 and 1000. In this run, the number of DRC markers left after iteration 0 of detailed routing was about 700. After floorplanning, the die was sized to cover 60500 µm².

The critical path ends at rs2_data_idexe[0]. The pin slew with the least headroom to its limit is 0.901 ns. Across all checked pins, the minimum headroom to the slew limit is 0.399. The layout-stage area growth over the synthesis result is 107%. The synthesized netlist occupies a cell area of 6150 µm². The share of the synthesized area in the top cell type is 0.155.

The first global-routing pass estimated between 70 and 80 mm of wire. The highest net fanout along the worst path is 38. The element type at the critical path start is a primary input. The first element of the critical path is rs2_addr_id[1]. The count of yosys warnings during synthesis is 1.

Per the STA report, the cell with the highest stage delay on the worst path is sky130_fd_sc_hd__or4_4. The total number of warnings across the stage logs is 32. The via count of the first global-routing pass is between 10000 and 15000. The final timing report counts setup violations totalling 0. The synthesis report lists the most area-consuming cells as sky130_fd_sc_hd__o31ai_1 (15%), sky130_fd_sc_hd__mux2_2 (12%), sky130_fd_sc_hd__a21oi_1 (10%). In this run the remaining antenna-violating nets after routing total 0. The final count of hold timing violations is 0.

Dividing total power by cell area gives a power density of 59.5 nW/µm². The worst setup path is captured at an output port. In this run, post-CTS repair resized a total of 0 instances. The number of max-cap violations is 0. The kind of cell with the highest combined delay along the critical path is buffers and inverters. The worst voltage drop across the vdd grid is between 30 and 40 µV. The DRC violations left is 0.

The worst hold path passes through 4 cells. The post-synthesis cell type count is 22. The critical path goes through clkdlybuf4s50_1 > or4_4 > o211a_4 > and2_2 > buf_4 > o31ai_1 > clkdlybuf4s50_1. The average footprint of a synthesized cell is around 6.6 µm². The diode insertion count for antenna repair is 0. After floorplanning, the core was sized to cover slightly above 50000 µm². The leakage power total is roughly 0.0042 µW.

Looking at the post-CTS report, the setup buffer insertion count equals 0. Wires add up to about 57 mm. The total placed cells including tap cells is between 2000 and 2500. The instance count on the critical path is 7. The cell area after placement is ~13000 µm². The summed area of non-filler cells in the final layout is about 13000 µm². The final tally of max-slew violations is 0. Setup repair after global routing left no endpoint under its margin. The routed design could run at a clock period as short as around 6.6 ns. Dividing the detail-routed via count by the number of cells gives a little under 5.

Overall routing resource usage recorded by global route was 0.178. The die height is approximately 250 µm. The initial antenna violation count is 4. The count of input and output buffers is about 600.

The final critical-path share of the clock period is 0.863. The final layout contains a sequential cell count of 0. The core utilization at floorplan is 0.122. Hold timing on the final database bottoms out at a slack of 4.02 ns. The fill cell total of the finished layout is between 5000 and 6000. The largest net degree at the start of global routing is 46. Along the critical path, the tally of buffer and inverter instances is 3. Per the final layout report, the fraction of cells sized above drive strength 1 comes to 0.0800. In this design, the stage delay of the slowest critical-path cell is roughly 0.63 ns. The iteration count recorded for the first detailed-route pass is 5. The total area of sequential cells is 0 µm². For this sky-water flow run, the detailed-routed wirelength per cell is reported as about 27 µm. After routing, the total negative slack on setup checks comes to 0 ns.

The achievable frequency is between 150 and 200 MHz. The non-filler instance count after layout is about 2100. The floorplan step set the die width to ~250 µm. The floorplan has between 80 and 90 rows. For this run, the register share of the synthesized area comes to 0. The total of clock buffers placed in the layout is 0. The number of buffers added to fix hold violations after cts is 0. Detailed routing inserted a total of 10200 vias. The required arrival time at the worst endpoint is ~6.1 ns. The total I/O pin count is between 600 and 700.

The overall power after layout is between 700 and 800 µW. The synthesized design spends more area on one cell type than any other, namely sky130_fd_sc_hd__o31ai_1. The chip area line in the Yosys stat output reads 6150 µm².

In the placement report, post-DP HPWL is listed as about 47 mm. In this run the worst hold path is classified as primary input to output port. The routability-driven placement congestion ratio is 0.989.
## per-stage QoR
stage	utilization	setup slack, ns
after floorplan	-	3.21
after global placement	0.252	1.11
after detailed placement	0.252	1.07
after CTS	0.252	1.06
after global routing	0.252	0.985
final	0.252	1.04
## routing by layer
metal / GRT usage / part of all wire / up-vias
met2: 0.308 / 0.49 / 670
met4: 0.0405 / 0.026 / 2
met5: 0 / 0.00023 / -
met1: 0.214 / 0.39 / 4821
li1: - / - / 4637
met3: 0.0485 / 0.093 / 78
## cell usage after synthesis, drive strengths merged
cell    count
mux2i      64
nand4       2
a21oi     128
nand3     128
a22o       64
xor2        8
clkbuf     82
and2        2
o31ai     128
nor4        2
mux2       64
and4        2
o211ai      2
or4         2
xnor2      12
buf        49
nor2b      65
nor3      128
o211a       4
## cells by family after synthesis
group	share of synthesized area
compound gates	0.363
xor+xnor	0.0285
buf+inv	0.101
mux	0.221
simple gates	0.287
## area by class of cell
class,count,area (µm²),area share
Tap cell,672,841,0.0661
Timing Repair Buffer,633,6270,0.493
Multi-Input combinational cell,805,5610,0.441
## worst min-delay path: cells and delay by family
| family | cells | cell delay [ns] |
|---|---|---|
| buf+inv | 2 | 0.79 |
| compound gates | 2 | 0.19 |
## placed cells by master, fill, tap and decap left out, types with 4 or more instances in the layout
master and instances:
sky130_fd_sc_hd__nand3_1 128, sky130_fd_sc_hd__buf_4 32, sky130_fd_sc_hd__mux2i_1 64, sky130_fd_sc_hd__a21oi_1 128
sky130_fd_sc_hd__xor2_1 8, sky130_fd_sc_hd__nor3_1 128, sky130_fd_sc_hd__a22o_1 64, sky130_fd_sc_hd__o31ai_1 127
sky130_fd_sc_hd__clkdlybuf4s50_1 598, sky130_fd_sc_hd__mux2_2 64, sky130_fd_sc_hd__o211a_4 4, sky130_fd_sc_hd__nor2b_1 64
sky130_fd_sc_hd__xnor2_1 12
## power by group
part,switching [µW],internal (µW),total [µW]
sequential,0,0,0
combinational,331,426,757
clock,0,0,0
total,331,426,757
## worst min path at each step
stage	startpoint	end	slack [ns]
CTS	rs2_data_id[18]	rs2_data_idexe[18]	4.03
global route	rs2_data_id[28]	rs2_data_idexe[28]	4.06
finish	rs2_data_id[18]	rs2_data_idexe[18]	4.02
Power figures rest on the tool's default switching activity, not on a simulated workload.
