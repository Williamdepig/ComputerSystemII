==> design.v <==
`timescale 1ns/1ps
module MEM_WB_Reg(
    input clk,
    input flush,
    input stall,
    input rst,
    input valid_mem,
    output reg valid_wb,
    input [63:0]pc_mem,
    input [63:0]npc_mem,
    input [31:0]inst_mem,
    output reg [63:0]pc_wb,   
    output reg [63:0]npc_wb,
    output reg [31:0]inst_wb,
    input we_reg_mem,
    input we_mem_mem,
    input [1:0]wb_sel_mem,
    input [3:0]br_taken_mem,
    output reg we_reg_wb,
    output reg we_mem_wb,
    output reg [1:0]wb_sel_wb,
    output reg [3:0]br_taken_wb,
    input [4:0]rd_mem,
    input [63:0]alu_res_mem,
    input [63:0]dmem_mem,
    input [63:0]rs1_data_mem,
    input [63:0]rs2_data_mem,
    input [63:0]rw_wdata,
    output reg [4:0]rd_wb,
    output reg [63:0]alu_res_wb,
    output reg [63:0]dmem_wb,
    output reg [63:0]rs1_data_wb,
    output reg [63:0]rs2_data_wb,
    output reg [63:0]mem_wdata_wb
);
    always @(posedge clk) begin
        if (flush || rst) begin   
            pc_wb <= 0;
            npc_wb <= 0;
            inst_wb <= 0;
            valid_wb <= 0;
            we_reg_wb <= 0;
            we_mem_wb <= 0;
            wb_sel_wb <= 0;
            br_taken_wb <= 0;
            rd_wb <= 0;
            alu_res_wb <= 0;
            dmem_wb <= 0; 
            rs1_data_wb <= 0;
            rs2_data_wb <= 0;
            mem_wdata_wb <= 0;
        end
        else begin       
            if (stall) begin
                pc_wb <= pc_wb;
                npc_wb <= npc_wb;
                inst_wb <= inst_wb;
                valid_wb <= valid_mem;
                we_reg_wb <= we_reg_wb;
                we_mem_wb <= we_mem_wb;
                wb_sel_wb <= wb_sel_wb;
                br_taken_wb <= br_taken_wb;
                rd_wb <= rd_wb;
                alu_res_wb <= alu_res_wb;
                dmem_wb <= dmem_wb; 
                rs1_data_wb <= rs1_data_wb;
                rs2_data_wb <= rs2_data_wb;      
                mem_wdata_wb <= mem_wdata_wb;     
            end
            else begin
                pc_wb <= pc_mem;
                npc_wb <= npc_mem;
                inst_wb <= inst_mem;
                valid_wb <= valid_mem;
                we_reg_wb <= we_reg_mem;
                we_mem_wb <= we_mem_mem;
                wb_sel_wb <= wb_sel_mem;
                br_taken_wb <= br_taken_mem;
                rd_wb <= rd_mem;
                alu_res_wb <= alu_res_mem;
                dmem_wb <= dmem_mem;
                rs1_data_wb <= rs1_data_mem;
                rs2_data_wb <= rs2_data_mem;
                mem_wdata_wb <= rw_wdata;
            end
        end
    end
endmodule
==> run.sh <==
#!/bin/bash
# OpenROAD 26Q1-2900-gdf79404cd8, Yosys 0.63+post, stock flow scripts
make -C /OpenROAD-flow-scripts/flow DESIGN_CONFIG=/design/flow/config.mk WORK_HOME=/design/flow/orfs finish
==> config.mk <==
export PLATFORM = sky130hd
export DESIGN_NAME = MEM_WB_Reg
export DESIGN_NICKNAME = MEM_WB_Reg
export VERILOG_FILES = /design/flow/design.v
export SDC_FILE = /design/flow/constraint.sdc
export NUM_CORES = 4
export LEC_CHECK = 1
export CORE_AREA = 10 10 382 382
export DIE_AREA = 0 0 392 392
==> constraint.sdc <==
current_design MEM_WB_Reg

set clk_period 12.5
set clk_io_pct 0.2

create_clock -name clk0 -period $clk_period [get_ports {clk}]

set non_clock_inputs [all_inputs -no_clocks]
set_input_delay [expr $clk_period * $clk_io_pct] -clock clk0 $non_clock_inputs
set_output_delay [expr $clk_period * $clk_io_pct] -clock clk0 [all_outputs]
==> highlights.md <==
• result of the run: complete, no violations
• number of failing setup endpoints in the final timing report: 0
• sequential group share of total power: 43.2%
• critical path launch point: rst
• Tool Warnings: 37
• pin count of the biggest net entering global routing: 126
• Hold Path Stages: 2
• cell type with the largest total area: dfxtp_1
• first-pass GRT wire length: 117 mm
• share of cells above drive strength 1: 4.25%
• combinational cell fraction of total power: 12.1%
• relative contribution of the clock network to total power: 44.8%
• TritonCTS Buffers: 58
• Yosys chip area: 17900 um^2
• Switch Pwr: 0.906 mW
• cells on worst reg2reg path: 2
• top cell family by delay on the critical path: buffers and inverters
• number of cells on the critical path: 6
• fraction of power spent switching nets: 23.6%
• crit path capture type: register
• post-layout minimum cycle time: 5.42 ns
• total congestion overflow after global routing: 0
• number of buffers inserted by hold repair at cts: 0
• buffer depth of the longest clock path: 3
• Async SR Flop Fraction: 0%
• violation count after the first detailed-routing iteration: 555
• vertical die size: 392 um
• clock transition at the registers of the reported paths: 0.06 ns
• H-tree level count: 2
• Static Leak: 12.3 nW
• number of global-route vias before repair: 15000
• setup repair after global routing missed its margin: no
• required time of the critical path: 12.98 ns
• portion of synthesized cell area occupied by the leading cell type: 55.3%
• Max-cap violations: 0
• data arrival at the endpoint of the critical path: 5.91 ns
• Post-CTS Setup Repair Bufs: 0
• GRT Overall Usage: 10.8%
• number of pins exceeding their max-slew limit in the final report: 0
• post-synthesis instance total: 1593
• post-synthesis sequential element count: 494
• iteration tally of the first detailed-router pass: 7
• quantity of gates resized following cts: 0
• cell type with the highest occurrence count on the critical path: buf_4
• Area growth, synth to finish: 72.9%
• Worst Min Path Start: mem_wdata_wb[59]
• horizontal die dimension: 392 um
• number of top-level pins: 992
• number of antenna violations at the first check in global routing: 32
• CP max stage cell: buf_4
• fin crit share: 43.4%
• Synthesis Warnings: 1
• drt wl/cell: 20.0 um
• worst rel slew slack: 44.6%
• sinks on the clock net: 494
• Placeable Area: 137000 um^2
• master cell of the clock root buffer: clkbuf_16
• delay of the slowest cell on the worst path: 0.75 ns
• starting density of the core: 13.0%
• number of cells in the yosys synthesis report: 1593
• leading cell types by count after synthesis: 494 x dfxtp_1, 494 x nor2_1, 493 x mux2i_1
• critical path class: in -> reg
• vias per inst: 3.38
• biggest area contributors in the synthesized netlist: dfxtp_1 55%, mux2i_1 28%, nor2_1 10%, buf_6 6.4%, clkbuf_8 0.15%
• average cell area after synthesis: 11.2 um^2
• kind of start point of the critical path: input pin
• distinct cell type count after synthesis: 10
• type of the most critical hold path: reg -> reg
• final wirelength: 87.8 mm
• Pwr Density: 124 nW/um^2
• remaining routing DRC violations: 0
• reg-to-reg critical path startpoint: rs2_data_wb[48]
• row count: 136
• insertion delay of the later-clocked pin in the worst-skew pair: 0.63 ns
• maximum ir drop on the vdd rail: 0.112 mV
• compound-gate portion of the synthesized area: 0%
• total via count in the routed design: 14800
• Least-Margin Pin Slew: 0.831 ns
• weighted congestion reported at the end of routability-driven placement: 0.929
• utilization after layout: 22.5%
• dominant synthesized flop cell: dfxtp_1
• Dominant combinational family: multiplexers
• post-synthesis simple-gate area fraction: 10.4%
• share of synthesized area spent on multiplexers: 27.6%
• adder-cell share of the synthesized area: 0%
• # port buffers: 991
• cell area after technology mapping: 17900 um^2
• number of enable-type register cells in the synthesized netlist: 0
• fraction of the yosys area taken by sequential cells: 55.3%
• half-perimeter wire length of the detailed placement result: 70.3 mm
• list of cells traversed by the critical path: clkdlybuf4s50_1 -> or2_4 -> buf_4 -> buf_12 -> buf_4 -> nor2_1
• internal cell power: 2.94 mW
• number of buffers and inverters on the critical path: 4
• Detail Route Antenna Nets: 0
• clock tree skew after final layout: 0 ns
• count of final hold-check violations: 0
• maximum clock rate: 184 MHz
• Crit Path Max Fanout: 124
• synthesized-area fraction occupied by xor and xnor cells: 0%
• aggregate negative setup slack: 0 ns
• CTS tree: done
• Die ar.: 154000 um^2
[stage by stage]
step / hold slack (ns) / instances / area [um^2] / worst slack, ns / total power [mW]
5_1_grt: 0.513 / 4385 / 30900 / 6.85 / 4.01
3_3_place_gp: 0.473 / 4281 / 29000 / 6.39 / 2.16
4_1_cts: 0.497 / 4384 / 30900 / 7.06 / 3.92
3_5_place_dp: 0.484 / 4281 / 29000 / 6.36 / 2.17
2_1_floorplan: 0.440 / 1593 / 17900 / 9.19 / 1.86
6_report: 0.491 / 4389 / 30900 / 7.08 / 3.85
[area by class of cell]
class,instances,area [um^2]
Antenna cell,5,12.5
Clock buffer,83,1730
Clock inverter,20,195
Fill cell,14800,107000
Inverter,1,3.75
Multi-Input combinational cell,988,6800
Sequential cell,494,9890
Tap cell,1794,2240
Timing Repair Buffer,1004,10100
[power groups by stage]
stage	Sequential (mW)	Combinational, mW	Clock [mW]
finish	1.66	0.465	1.72
global route	1.67	0.500	1.84
CTS	1.66	0.476	1.78
[worst reg2reg max path: stages (launching register included)]
cell	delay [ns]
dfxtp_1	0.52
mux2i_1	0.13
nor2_1	0.11
[flip-flops by register name, summed over array words and instances, names as in the netlist]
register and count:
rs2_data_wb 64, rs1_data_wb 64, pc_wb 64, alu_res_wb 64, inst_wb 32, valid_wb 1
we_reg_wb 1, we_mem_wb 1, npc_wb 64, br_taken_wb 4, rd_wb 5, mem_wdata_wb 64
dmem_wb 64, wb_sel_wb 2
[layer usage]
layer	global-route usage, %	vias to the layer above	share of wire, %
met5	0	-	0.28
met2	18.9	583	51
met4	2.94	40	3.4
met3	5.05	170	11
li1	-	7210	-
met1	11.5	6821	35
[worst paths after layout]
check	to	slack (ns)
min reg2reg	mem_wdata_wb[59]	0.49
max	dmem_wb[47]	7.08
min	mem_wdata_wb[59]	0.49
max reg2reg	rs2_data_wb[48]	11.68
[logic make-up after synthesis]
family / Yosys count
and+or+nand+nor: 495
buffers and inverters: 111
muxes: 493
DFF: 494
[layout by cell type (no fill, tap or decap), drive strengths merged]
| cell type | instances |
|---|---|
| clkdlybuf4s50 | 990 |
| nor2 | 494 |
| dfxtp | 494 |
| mux2i | 493 |
| clkbuf | 83 |
| buf | 14 |
| clkinv | 10 |
| diode | 5 |
| clkinvlp | 5 |
| bufinv | 3 |
| inv | 3 |
| or2 | 1 |
Power and IR drop assume default switching activity.
